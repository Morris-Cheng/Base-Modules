==> flow/design.v <==
`timescale 1ns / 1ps
module uart_tx #(
    parameter CLK_FREQ  = 100_000_000,  
    parameter BAUD_RATE = 115_200       
) (
    input  wire        clk,       
    input  wire        i_send,    
    input  wire [7:0]  i_data,    
    output reg         o_tx,      
    output wire        o_busy     
);
    localparam DIVIDER = CLK_FREQ / BAUD_RATE;
    localparam S_IDLE      = 3'd0;
    localparam S_START_BIT = 3'd1;
    localparam S_DATA_BITS = 3'd2;
    localparam S_STOP_BIT  = 3'd3;
    reg [2:0]  r_state        = S_IDLE;
    reg [15:0] r_clk_counter  = 0;
    reg [2:0]  r_bit_index    = 0;
    reg [7:0]  r_tx_data      = 0;
    assign o_busy = (r_state != S_IDLE);
    always @(posedge clk) begin
        case (r_state)
            S_IDLE: begin
                o_tx <= 1'b1;
                r_clk_counter <= 0;
                r_bit_index <= 0;
                if (i_send) begin
                    r_tx_data <= i_data;
                    r_state   <= S_START_BIT;
                end
            end
            S_START_BIT: begin
                o_tx <= 1'b0;
                if (r_clk_counter < DIVIDER - 1) begin
                    r_clk_counter <= r_clk_counter + 1;
                end else begin
                    r_clk_counter <= 0;
                    r_state <= S_DATA_BITS;
                end
            end
            S_DATA_BITS: begin
                o_tx <= r_tx_data[r_bit_index];
                if (r_clk_counter < DIVIDER - 1) begin
                    r_clk_counter <= r_clk_counter + 1;
                end else begin
                    r_clk_counter <= 0;
                    if (r_bit_index < 7) begin
                        r_bit_index <= r_bit_index + 1;
                    end else begin
                        r_bit_index <= 0;
                        r_state <= S_STOP_BIT;
                    end
                end
            end
            S_STOP_BIT: begin
                o_tx <= 1'b1;
                if (r_clk_counter < DIVIDER - 1) begin
                    r_clk_counter <= r_clk_counter + 1;
                end else begin
                    r_clk_counter <= 0;
                    r_state <= S_IDLE;
                end
            end
            default:
                r_state <= S_IDLE;
        endcase
    end
endmodule
==> flow/run.sh <==
#!/bin/bash
# OpenROAD 26Q1-2900-gdf79404cd8, Yosys 0.63+post, stock flow scripts
make -C /OpenROAD-flow-scripts/flow DESIGN_CONFIG=/design/flow/config.mk WORK_HOME=/design/flow/orfs finish
==> flow/config.mk <==
export PLATFORM = sky130hd
export DESIGN_NAME = uart_tx
export DESIGN_NICKNAME = uart_tx
export VERILOG_FILES = /design/flow/design.v
export SDC_FILE = /design/flow/constraint.sdc
export NUM_CORES = 4
export LEC_CHECK = 1
export CORE_UTILIZATION = 30
==> flow/constraint.sdc <==
current_design uart_tx

set clk_period 2.3
set clk_io_pct 0.2

create_clock -name clk0 -period $clk_period [get_ports {clk}]

set non_clock_inputs [all_inputs -no_clocks]
set_input_delay [expr $clk_period * $clk_io_pct] -clock clk0 $non_clock_inputs
set_output_delay [expr $clk_period * $clk_io_pct] -clock clk0 [all_outputs]
==> COMMIT_EDITMSG <==
Record implementation results from latest flow run

- TritonCTS built the clock tree.
* Worst Slack Setup Final: between 200 and 300 ps
- The pre-CTS setup check shows a worst slack of 420.4 ps.
- Diode count: 0
* Total power: about 1.8 mW
- Horizontal die size: 69.70 µm
* Number of max-cap violations: 0
* Static leakage: 0.6698 nW
- Biggest fanout along the worst timing path: 4
- The area growth from synthesis to layout is 27.84%.
- Achievable Freq: 0.4972 GHz
* Effective utilization at floorplan: about a third
- The data arrival time reported for the critical path is 1550 ps.
* Cell area reported after detailed placement: 1625 µm²
- Routed length per instance: 10.11 µm
* Pin count of the biggest net entering global routing: 11
* Final worst clock skew: 7.130 ps
- Sw Ratio: 24.07%
- Endpoints with negative setup slack in the final report add up to 0.
- CTS Buf Count: 5
- For this run, the detailed router's first-pass iteration total came to 4.
- Of the synthesized area, sequential elements account for between 60% and 70%.
- Worst hold-check path type: reg -> reg
* PortBufs: 11
* Relative contribution of combinational cells to total power: 20.0%
* Synthesis-stage register bit count: 30
* Unrepaired setup endpoints after global routing: no
- For this run, the chip area from Yosys synthesis comes to 1375 µm².
- The netlist uses 29 different library cells.
* Startpoint of the worst-slack reg-to-reg timing path: r_state[0]$_DFFE_PP_
- According to the timing report, the critical path is launched from r_state[0]$_DFFE_PP_.
- Count of pins over their slew limit: 0
- Instance count of the mapped netlist: 101
- Per the detail_route report, DRC violations left total 0.
- Post-Synthesis Mean Instance Area: 13.61 µm²
- The clock tree has to reach 30 sinks.
* Clock power frac: 34.1%
* Global-route wire length before repair: between 3000 and 4000 µm
- Dividing total power by cell area gives a power density of a little over 1000 nW/µm².
* Sequential power share: between 40 and 50%
* Die Ht: 69.70 µm
- Placed wire-length estimate after detailed placement: 1439 µm
* Worst path required time: around 1800 ps
- After clock tree synthesis, the flow added hold-fix buffers numbering 0.
- Maximum level of the CTS H-tree: 2
- Before any placement, the netlist area is recorded as approximately 1400 µm².
- Row generation in the floorplan step produced 24 rows.
- The routed design could run at a clock period as short as 2011 ps.
- For this run, the number of Yosys warnings is 1.
- Type of the setup path with the least slack: reg -> out
- Slowest stage delay, CP: 470 ps
- Result of the run: finished clean
* Wire length after detailed routing: between 1500 and 2000 µm
- For this block, the via count after detailed routing is 811.
- Maximum buffer depth of the clock tree: 2
- Post-route cell area: 1758 µm²
* Library cell occupying the most area in the post-synthesis netlist: sky130_fd_sc_hd__edfxtp_1
* Die area: 4858 µm²
- Per the hold report, the tightest min-delay path originates at r_clk_counter[0]$_SDFFCE_PP0P_.
- Internal power comes to 1.368 mW.
- Post-cts repair resize count: 0
- Post-route fraction of the period consumed by the critical path: roughly 87%
- Antenna violations before repair: 0
- The final layout reports a setup TNS of 0 ps.
- Final hold violation count: 0
- Area of the core: 4384 µm²
* Cell types with the largest area share after synthesis: sky130_fd_sc_hd__edfxtp_1, sky130_fd_sc_hd__ha_1, sky130_fd_sc_hd__xnor2_1, sky130_fd_sc_hd__nor2_1, sky130_fd_sc_hd__and3_1
* Cells in synth_stat.txt: 101
- DRT iter0 DRCs: around 46
- Worst-path cell with the longest stage delay: sky130_fd_sc_hd__clkdlybuf4s50_1
- Highest ir drop seen on vdd: roughly 0.47 mV
* Critical path cell sequence: inv_1 > ha_1 > inv_1 > clkdlybuf4s50_1
- Routability-driven placement congestion ratio: 0.8657
- STA classifies the critical path startpoint as a register.
* Total I/O pin count: 12
- The switching component of the power was reported as 0.4335 mW.
- Total grt overflow: 0
- Worst setup EP type: output port
* Clock tree root driver cell: sky130_fd_sc_hd__clkbuf_8
- Final antenna-violating net count: 0
* DR vias/cell: roughly 4.2
* Worst skew pair latency: 270 ps
* Area leader share: 65.51%
- Once the clock tree was built, the setup fixing pass inserted 0 buffers.
- Clock-pin slew reported for the worst setup and hold paths after clock tree synthesis: around 60 ps
- Counting the fill cells in the layout gives 405.
- Cell repeated most along the worst path: sky130_fd_sc_hd__inv_1
* Layout cell share with drive strength beyond 1: 7.801%
- Number of global-route vias before repair: just under 800
- OpenROAD warning count: 28
* Global-route total usage across every layer: 9.262%
- Summing all flip-flop and latch instances after layout gives 900.9 µm².
- Logic area: roughly 520 µm²
-- kinds of logic after synthesis --
kind of cell,count (synthesis),share of synthesized area [%]
multiplexers,3,3.094
other,2,0.5462
XOR/XNOR,8,5.096
AND-OR/OR-AND,8,4.278
buffers and inverters,6,2.184
AND/OR/NAND/NOR,38,13.83
flip-flops,30,65.51
adder cells (fa/ha/maj),6,5.459
-- final cells by class --
class | instances | share of cell area [%]
clock buffer | 5 | 3.915
multi-input combinational | 86 | 29.75
inverter | 5 | 1.068
sequential | 30 | 51.25
tap | 52 | 3.701
clock inverter | 3 | 3.630
timing repair buffer | 12 | 6.690
-- cell usage in the layout, fill, tap and decap left out, types with 4 or more instances in the layout --
| cell type | instances |
|---|---|
| sky130_fd_sc_hd__conb_1 | 23 |
| sky130_fd_sc_hd__and3_1 | 4 |
| sky130_fd_sc_hd__nand2_1 | 4 |
| sky130_fd_sc_hd__inv_1 | 5 |
| sky130_fd_sc_hd__clkbuf_8 | 5 |
| sky130_fd_sc_hd__xnor2_1 | 6 |
| sky130_fd_sc_hd__ha_1 | 6 |
| sky130_fd_sc_hd__edfxtp_1 | 30 |
| sky130_fd_sc_hd__nor2_1 | 13 |
| sky130_fd_sc_hd__clkdlybuf4s50_1 | 11 |
| sky130_fd_sc_hd__nand3_1 | 4 |
-- synthesized netlist by cell type --
cell type,instances
sky130_fd_sc_hd__nand3b_1,1
sky130_fd_sc_hd__a222oi_1,1
sky130_fd_sc_hd__mux2i_1,2
sky130_fd_sc_hd__or2_2,1
sky130_fd_sc_hd__edfxtp_1,30
sky130_fd_sc_hd__nor2b_1,2
sky130_fd_sc_hd__nand2b_1,1
sky130_fd_sc_hd__nand2_1,4
sky130_fd_sc_hd__nand3_1,4
sky130_fd_sc_hd__o21bai_1,1
sky130_fd_sc_hd__xnor2_1,6
sky130_fd_sc_hd__a31oi_1,1
sky130_fd_sc_hd__ha_1,6
sky130_fd_sc_hd__nor4_1,2
sky130_fd_sc_hd__and3_1,4
sky130_fd_sc_hd__xor2_1,2
sky130_fd_sc_hd__buf_6,1
sky130_fd_sc_hd__and3_2,1
sky130_fd_sc_hd__a211oi_1,1
sky130_fd_sc_hd__a21oi_1,2
sky130_fd_sc_hd__mux4_2,1
sky130_fd_sc_hd__inv_1,5
sky130_fd_sc_hd__nand4_1,2
sky130_fd_sc_hd__conb_1,2
sky130_fd_sc_hd__nor2_1,13
sky130_fd_sc_hd__a311o_1,1
sky130_fd_sc_hd__nor3_1,2
sky130_fd_sc_hd__or3_1,1
sky130_fd_sc_hd__a21boi_0,1
-- critical path, delay by kind of cell, from the launching register on --
kind / cells / cell delay [ps]
DFF: 1 / 380
buffers and inverters: 3 / 660
adders and majority gates: 1 / 240
-- power groups by stage --
stage / Clock (mW) / Sequential, mW / Combinational [mW]
after CTS: 0.629 / 0.827 / 0.368
after global routing: 0.655 / 0.842 / 0.404
final: 0.614 / 0.826 / 0.361
-- final timing paths --
| check | endpoint | slack, ps | depth (start not counted) |
|---|---|---|---|
| min reg2reg | r_clk_counter[0]$_SDFFCE_PP0P_ | 610 | 1 |
| min | r_clk_counter[0]$_SDFFCE_PP0P_ | 610 | 1 |
| max | o_busy | 290 | 4 |
| max reg2reg | r_state[1]$_DFFE_PP_ | 420 | 4 |
-- metrics by stage --
stage	std cells	util (%)	hold WS, ps
finish	193	40.10	613.3
global route	193	40.10	633.1
CTS	193	40.10	615.3
detailed placement	185	37.07	607.9
global placement	185	37.07	604.2
floorplan	122	-	558.9
-- routing by layer --
layer,vias to the layer above,global-route usage [%],wire [µm]
li1,426,-,-
met1,369,14.37,942
met2,11,13.81,876
met3,5,2.950,89
met4,0,1.778,44
met5,-,0,0
-- sequential cells by signal (all words and copies together), names as in the netlist --
name           cells
r_tx_data          8
r_bit_index        3
r_state            2
r_clk_counter     16
o_tx               1
Power and IR drop assume default switching activity.
