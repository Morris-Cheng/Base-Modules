$ cat ./config.mk
export PLATFORM = sky130hd
export DESIGN_NAME = uart_rx
export DESIGN_NICKNAME = uart_rx
export VERILOG_FILES = /design/flow/design.v
export SDC_FILE = /design/flow/constraint.sdc
export NUM_CORES = 4
export LEC_CHECK = 1
export CORE_UTILIZATION = 50
$ cat ./constraint.sdc
current_design uart_rx

set clk_period 5.7
set clk_io_pct 0.2

create_clock -name clk0 -period $clk_period [get_ports {clk}]

set non_clock_inputs [all_inputs -no_clocks]
set_input_delay [expr $clk_period * $clk_io_pct] -clock clk0 $non_clock_inputs
set_output_delay [expr $clk_period * $clk_io_pct] -clock clk0 [all_outputs]
$ cat ./design.v
`timescale 1ns / 1ps
module uart_rx #(
    parameter CLK_FREQ = 100_000_000,
    parameter BAUD     = 115_200
)(
    input             clk,       
    input             i_rx,      
    output reg [15:0] o_data,    
    output reg        o_ready    
);
    localparam integer BAUD_TICK = CLK_FREQ / BAUD;
    reg [15:0] baud_cnt = 0;
    reg [3:0]  bit_idx  = 0;
    reg [7:0]  rx_buffer = 0;
    reg [15:0] data_buffer = 0;
    reg        receiving = 0;
    reg [1:0]  rx_sync = 2'b11;
    reg        first_byte_received = 0;
    always @(posedge clk) begin
        rx_sync <= {rx_sync[0], i_rx};
    end
    wire rx_signal = rx_sync[1];
    wire start_bit = (rx_sync == 2'b10);
    always @(posedge clk) begin
        o_ready <= 0;
        if (!receiving) begin
            if (start_bit) begin
                receiving <= 1;
                baud_cnt <= BAUD_TICK + (BAUD_TICK/2);   
                bit_idx <= 0;
                rx_buffer <= 8'h00;
            end
        end else begin
            if (baud_cnt > 0) begin
                baud_cnt <= baud_cnt - 1;
            end else begin
                if (bit_idx < 8) begin
                    rx_buffer[bit_idx] <= rx_signal;
                    bit_idx <= bit_idx + 1;
                    baud_cnt <= BAUD_TICK;
                end else begin
                    if (!first_byte_received) begin
                        data_buffer[7:0] <= rx_buffer;
                        first_byte_received <= 1;
                    end else begin
                        data_buffer[15:8] <= rx_buffer;
                        o_data <= {rx_buffer, data_buffer[7:0]};  
                        o_ready <= 1;
                        first_byte_received <= 0;
                    end
                    receiving <= 0;
                end
            end
        end
    end
endmodule
$ cat ./run.sh
#!/bin/bash
# OpenROAD 26Q1-2900-gdf79404cd8, Yosys 0.63+post, stock flow scripts
make -C /OpenROAD-flow-scripts/flow DESIGN_CONFIG=/design/flow/config.mk WORK_HOME=/design/flow/orfs finish
==> out/metrics.csv <==
stage,metric,value,unit
job,tool_warnings,29,
floorplanning,die_width,74.5,um
synth,synthDominantCellAreaShare,60.6,%
power_and_ir_drop,combPwrFrac,11.1,%
grt,grt_pass1_vias,1520,
synth,ys_area,2630,um^2
critical_path,rrSetupSlack,3.23,ns
place,dpl.hpwl,2770,um
clocking,cts_tree,built,
grt,globalRouteMet3Util,6.46,%
power_and_ir_drop,swShare,24.4,%
power_and_ir_drop,pwr-share-seq,50.5,%
synth,ys_sh_xor,3.67,%
sta,rsz0062_at_grt,false,
min_path,min_path_type,reg2reg,
floorplanning,rows,26,
power_and_ir_drop,internal_power,0.870,mW
synth,yosysSeqAreaShare,63.6,%
power_and_ir_drop,cellPowerDensity,369,nW/um^2
grt,busiest_layer,met1,
critical_path,path_delay_family,simple AND/OR/NAND/NOR gates,
critical_path,crit_chain,or3_4 -> or2_4 -> nor4_4 -> and2_1,
sta,maxSlewHeadroom,54.0,%
critical_path,path_buffers,0,
synth,synth.avg_cell_area,13.8,um^2
synth,syn_inst,191,
critical_path,path_class,reg2reg,
power_and_ir_drop,clockPowerShare,38.4,%
sta,period_minus_slack,2.47,ns
place,place_ws,3.28,ns
synth,synthFlopType,edfxtp_1,
critical_path,startpoint_type,register,
synth,synth_flops,57,
place,dp_cells,275,
sta,finalHoldViolCount,0,
cells_and_area,layout.cells.most_common,edfxtp_1,
route,antennaDiodeCount,0,
synth,yosysUniqueCellTypes,49,
route,wl_per_cell,14.4,um
critical_path,slowest_delay,0.62,ns
clocking,clock-root-buffer,clkbuf_8,
critical_path,cp.arrival,2.43,ns
route,drtAntennaViolNets,0,
route,drtPass1Iterations,4,
critical_path,crit_path_max_fanout,16,
power_and_ir_drop,ir_drop,265,uV
clocking,cts_setup_buffers,0,
floorplanning,io_pins,19,
cells_and_area,lay_top_cells,"edfxtp_1, clkdlybuf4s50_1, nor2_1",
clocking,insertion_delay,0.33,ns
clocking,cts-buffers-inserted,9,
grt,track_usage,17.7,%
route,drc,0,
grt,grtUsageMet1,31.2,%
synth,synthArstFlopShare,0,%
sta,finalSetupTns,0,ns
synth,synth_warnings,1,
grt,grt_overflow,0,
critical_path,end_kind,register,
grt,grt_pass1_wl,6910,um
grt,grt_max_degree,29,
grt,antenna_found_initial,0,
floorplanning,die_area,5550,um^2
sta,finalMaxSlewViolations,0,
route,dr_total_vias,1588,
critical_path,slowest_stage,and2_1,
synth,synth.comb.largest_family,simple AND/OR/NAND/NOR gates,
route,via_per_inst,5.46,
grt,met2_usage,23.4,%
sta,setup_viol_count_final,0,
synth,synthSimpleGateAreaFrac,16.7,%
place,gp_congestion,0.812,
synth,top_cells_by_area,"edfxtp_1, dfxtp_1, ha_1, xor2_1, a32o_1",
cells_and_area,layout-drive-gt1-share,14.9,%
power_and_ir_drop,power,1.15,mW
floorplanning,coreArea,5070,um^2
synth,ys_sh_mux,0.762,%
route,wirelength,4190,um
sta,skew,0.00892,ns
sta,fmax,0.405,GHz
floorplanning,die_h,74.5,um
synth,compound_area_share,10.4,%
job,maxCapViolations,0,
sta,period_used_share,43.3,%
power_and_ir_drop,leakage,1.08,nW
synth,ys_cells,191,
clocking,cts_max_path_buffers,2,
sta,fin_ws,3.23,ns
sta,tightest_slew,0.690,ns
clocking,post_cts_resized,0,
route,drt_iter0_drc,94,
synth,largest_area_cell,edfxtp_1,
cells_and_area,finalNonFillerCells,291,
synth,synth_adder_area_share,2.86,%
clocking,clock_sinks,57,
synth,syn_area,2630,um^2
synth,edf_count,53,
critical_path,worstPathRequired,5.66,ns
status,status,"finished, final reports clean",
cells_and_area,syn2layout_area_growth,18.8,%
clocking,htree_levels,3,
clocking,clkTransAtPathRegs,0.07,ns
cells_and_area,fillers,402,
clocking,cts_hold_buffers,0,
place,place.port_buffers,18,
floorplanning,fp-utilization,51.8,%
power_and_ir_drop,power.switching,0.281,mW
-- synthesized netlist by cell type (2+ instances only) --
cell	number
nor3b_2	3
a32o_1	5
and2_1	5
o21ai_1	2
xor2_1	7
a21oi_1	2
a31oi_1	4
nor3_1	4
o31ai_1	3
edfxtp_1	53
a32oi_1	5
nand2b_1	3
a22o_1	3
nor2b_1	6
nand2_1	9
nand3_1	3
xnor2_1	4
o21ai_0	4
o21a_1	2
nand4b_1	2
clkbuf_1	5
nor4_4	2
inv_1	8
dfxtp_1	4
mux2i_1	2
nor2_1	13
ha_1	6
-- cell type report --
type | count | area [um^2] | share of cell area (%)
timing repair buffer | 20 | 195 | 6.26
clock buffer | 10 | 128 | 4.09
multi-input combinational | 120 | 902 | 28.9
inverter | 8 | 30.0 | 0.962
clock inverter | 6 | 106 | 3.41
tap | 70 | 87.6 | 2.81
sequential | 57 | 1670 | 53.6
-- final timing paths --
| path | from | end | depth (start not counted) |
|---|---|---|---|
| worst max register to register | baud_cnt[12] | o_data[7] | 4 |
| worst min-delay path | rx_sync[0] | rx_sync[1] | 0 |
| worst max-delay path | baud_cnt[12] | o_data[7] | 4 |
| worst min register to register | rx_sync[0] | rx_sync[1] | 0 |
-- state kept, by name (all words and copies together), names as in the netlist --
name and cells:
rx_sync 2, receiving 1, bit_idx 4, baud_cnt 16, data_buffer 8, first_byte_received 1
o_data 16, o_ready 1, rx_buffer 8
-- kinds of logic after synthesis --
| logic type | after synthesis |
|---|---|
| AND/OR/NAND/NOR | 65 |
| flip-flops | 57 |
| buffers and inverters | 14 |
| adder cells (fa/ha/maj) | 6 |
| XOR/XNOR | 11 |
| AND-OR/OR-AND | 36 |
| multiplexers | 2 |
-- power groups by stage --
| stage | Sequential (mW) | Clock [mW] | Combinational, mW |
|---|---|---|---|
| finish | 0.581 | 0.441 | 0.128 |
| global route | 0.587 | 0.462 | 0.147 |
| CTS | 0.579 | 0.447 | 0.129 |
-- metal layers --
metal	vias up	routed length [um]
met1	752	2130
li1	781	-
met4	0	85
met2	46	1740
met3	9	236
met5	-	0
-- metrics by stage --
| step | hold slack [ns] | utilization, % | instance area, um^2 |
|---|---|---|---|
| 5_1_grt | 0.385 | 61.5 | 3120 |
| 4_1_cts | 0.376 | 61.5 | 3120 |
| 2_1_floorplan | 0.351 | - | 2630 |
| 3_3_place_gp | 0.360 | 56.9 | 2890 |
| 3_5_place_dp | 0.366 | 56.9 | 2890 |
| 6_report | 0.376 | 61.5 | 3120 |
Power figures rest on the tool's default switching activity, not on a simulated workload.
